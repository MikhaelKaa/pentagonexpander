**/design/flow/design.v**
```verilog
module ay_verilog_probe
(
	input [15:0] ADR,
	inout wire [7:0] DATA,
	input IORQ,
	input WR,
	input RD,
	input CLK,
	input M1,
	output WAIT,
	output IORQGE,
	input DOSEN,
	input CLK14M,
	input SPI_SCK,
	input SPI_NSS,
	input SPI_MOSI,
	input	[1:0] SPI_A,
	output BDIR,
	output BC1,
	output CLK1_75,
	output BEEP,
	input button_3,
	input button_4,
	output led,
	output DBG_PIN
);
	reg kb_read;
	always @(negedge CLK14M) begin
			kb_read =  ~(ADR[0] | IORQ | RD ) & (spi_config[7] == 1);
	end
	assign DBG_PIN =  spi_kbd[39];
	localparam SPI_CONFIG = 2'b00;
	localparam SPI_MOUSE = 2'b01;
	localparam SPI_KMPST = 2'b10;
	localparam SPI_KBD = 2'b11;
	reg[39:0] spi_kbd;
	reg [23:0] spi_mouse;
	reg [7:0] spi_config;
	always @(posedge SPI_SCK) begin
		if( (~SPI_NSS)  ) begin
			if( SPI_A == SPI_MOUSE ) begin
				spi_mouse = spi_mouse << 1;
				spi_mouse[0] = SPI_MOSI;
			end
			if( SPI_A == SPI_CONFIG ) begin
				spi_config = spi_config << 1;
				spi_config[0] = SPI_MOSI;
			end
			if( SPI_A == SPI_KBD ) begin
				spi_kbd = spi_kbd << 1;
				spi_kbd[0] = SPI_MOSI;
			end
		end
	end
	assign IORQGE = IORQ | kb_read;
	localparam PORT_FADF = 16'hFADF;  
	localparam PORT_FBDF = 16'hFBDF;  
	localparam PORT_FFDF = 16'hFFDF;  
	reg reg_kemston_mouse_b;
	reg reg_kemston_mouse_x;
	reg reg_kemston_mouse_y;
	always @(negedge CLK14M)
		begin
			if( (~IORQ) & (~RD) & (ADR[15:0] == PORT_FADF) ) reg_kemston_mouse_b = 1'b1;
			else reg_kemston_mouse_b = 1'b0;	
			if( (~IORQ) & (~RD) & (ADR[15:0] == PORT_FBDF) ) reg_kemston_mouse_x = 1'b1;
			else reg_kemston_mouse_x = 1'b0;
			if( (~IORQ) & (~RD) & (ADR[15:0] == PORT_FFDF) ) reg_kemston_mouse_y = 1'b1;
			else reg_kemston_mouse_y = 1'b0;
		end
	assign DATA = (reg_kemston_mouse_b ) ? spi_mouse[7:0] : 8'hZ;
	assign DATA = (reg_kemston_mouse_x ) ? spi_mouse[15:8] : 8'hZ;
	assign DATA = (reg_kemston_mouse_y ) ? spi_mouse[23:16]: 8'hZ;
	reg [2:0] clk_div_cnt 	= 3'd0;
	always @(negedge CLK14M)	
		clk_div_cnt <= clk_div_cnt + 3'd1;
	assign CLK1_75 = clk_div_cnt[2];
	reg enable_out 	= 0;
	always @(negedge button_3)
		enable_out <= !enable_out;
	assign led = enable_out;
	assign WAIT = 1'bz;
	assign BC1  = ~((~(ADR[13] & ADR[15] & (~(ADR[1] | IORQ)))) | (~(ADR[14] & M1)));
	assign BDIR = ~((~(ADR[13] & ADR[15] & (~(ADR[1] | IORQ)))) | WR);
	localparam PORT_FE  = 8'hFE;
	reg pre_beeper;
	always @(negedge CLK14M)
		begin
			if( (~IORQ) & (~WR) & (ADR[7:0] == PORT_FE) ) pre_beeper = DATA[4];
		end
	assign BEEP = pre_beeper;
	localparam PORT_7FFD = 16'h7FFD;
	reg reg_7ffd_read;
	reg [7:0]reg_7ffd;
	always @(negedge CLK14M)
		begin
			if( (ADR[15:0] == PORT_7FFD) & (~RD) & (~IORQ) ) reg_7ffd_read = 1'b1;  
			else reg_7ffd_read = 1'b0;
			if( (ADR[15:0] == PORT_7FFD) & (~WR) & (~IORQ) ) reg_7ffd <= DATA;	 
		end
	assign DATA = (reg_7ffd_read) ? reg_7ffd : 8'hZ;
endmodule 
```
**/design/flow/run.sh**
```bash
#!/bin/bash
# OpenROAD 26Q1-2900-gdf79404cd8, Yosys 0.63+post, stock flow scripts
make -C /OpenROAD-flow-scripts/flow DESIGN_CONFIG=/design/flow/config.mk WORK_HOME=/design/flow/orfs finish
```
**/design/flow/config.mk**
```make
export PLATFORM = sky130hd
export DESIGN_NAME = ay_verilog_probe
export DESIGN_NICKNAME = ay_verilog_probe
export VERILOG_FILES = /design/flow/design.v
export SDC_FILE = /design/flow/constraint.sdc
export NUM_CORES = 4
export LEC_CHECK = 1
export CORE_AREA = 10 10 110 110
export DIE_AREA = 0 0 120 120
```
**/design/flow/constraint.sdc**
```tcl
current_design ay_verilog_probe

set clk_period 1.3
set clk_io_pct 0.2

create_clock -name clk0 -period $clk_period [get_ports {CLK14M}]
create_clock -name clk1 -period $clk_period [get_ports {SPI_SCK}]
create_clock -name clk2 -period $clk_period [get_ports {button_3}]

set non_clock_inputs [all_inputs -no_clocks]
set_input_delay [expr $clk_period * $clk_io_pct] -clock clk0 $non_clock_inputs
set_output_delay [expr $clk_period * $clk_io_pct] -clock clk0 [all_outputs]
```
==> design notes <==
Post-synthesis, Yosys gives the total cell area as 1710 µm². Per the placement log, port buffering inserted 19 buffers. Summed over all nets, the half-perimeter wirelength after detailed placement is 1530 µm. Hold is met by 372 ps. The total global-route track usage was 0.0338. OpenSTA lists the critical path startpoint as kb_read. The startpoint kind of the worst setup timing path was a flop. The post-synthesis sequential area ratio was 0.901. TritonCTS built the clock tree. The endpoint identified for the worst register-to-register timing path is kb_read. The final layout reports a setup TNS of -889 ps. The run gives 13 for the post-synthesis cell type count. Kind of path behind the tightest hold check: reg -> reg.

The cell sequence reported for the critical path is or2_1 > buf_2. In the setup report, the worst path falls into the class reg -> out. For this run, design rule violations remaining after detail routing come to 0. The largest delay contributor family on the critical path is flip-flops.

The end point of the worst hold path was clk_div_cnt[0]. With the number of max-slew violations in the final report at 0, the mean routed wirelength per cell is 9.69 µm. The number of global-route vias before repair is 725. The horizontal die dimension reported for this design is 120 µm. The cell count after synthesis came out at 79.

The maximum cell stage delay along the critical path is 280 ps, and the number of top-level pins is 46. The script logs the ratio of routed vias to standard cells as 2.88. For this design the static power due to leakage is 0.000781 µW. On the worst setup and hold paths after CTS, the clock-pin slew comes to 30 ps. In this run the vertical extent of the chip is 120 µm.

The core utilization at floorplan came out at 0.175. The count of nets left with antenna violations after detail routing came out at 0. Ratio of cells with drive above 1 in the final layout: 0.233. The tools report the routability-driven placement congestion ratio as 0.681. The worst-path cell with the longest stage delay is sky130_fd_sc_hd__dfxtp_1. With the OpenROAD warning count at 49, the number of violations of the max-capacitance limit is 0. With the number of cells in the yosys synthesis report at 79, the register-to-register path setup slack is -20 ps. The most common cell after layout, fill and taps aside is sky130_fd_sc_hd__edfxtp_1.

The cell depth of the worst min-delay path came out at 1. The area growth from synthesis to layout came out at 30.0%. Per the final timing report, the hold violations number 0. The die covers 14400 µm².

The number of antenna violations at the first check in global routing was 0; the flop and latch count out of synthesis was 53. The number of buffer and inverter stages on the critical path came out at 1. Before CTS, the worst setup slack after placement is -558 ps.

The number of detailed-routing iterations run before antenna repair is 2. The final timing report lists clock skew as 3.65 ps. The run gives 0 as the number of diodes.

Number of DRC markers after the initial detailed-route iteration: 50. The maximum fanout along the worst path is 1, and the total number of placement rows is 36. The tools report the critical path data arrival time as 1540 ps. The run gives 9770 µm² for the core area.

Ranking logic cells in the layout by count gives the top entries sky130_fd_sc_hd__edfxtp_1 (48), sky130_fd_sc_hd__conb_1 (10), sky130_fd_sc_hd__clkbuf_8 (8), sky130_fd_sc_hd__dlygate4sd2_1 (8), sky130_fd_sc_hd__inv_1 (7). Utilization of the core after routing: 0.227. The post-synthesis instance area came out at 1710 µm².

The run gives 1040 ps for the data required time at the worst endpoint. The worst-case setup margin in the final layout came out at -502 ps. Each instance of the synthesized netlist takes up on average 21.7 µm². Power per standard cell area: 1410 nW/µm².

The worst hold path begins at clk_div_cnt[0]. Yosys attributes the largest share of cell area to sky130_fd_sc_hd__edfxtp_1 (84%), sky130_fd_sc_hd__dfxtp_1 (5.9%), sky130_fd_sc_hd__buf_4 (4.4%), sky130_fd_sc_hd__inv_1 (0.88%), sky130_fd_sc_hd__nor4b_2 (0.88%). Looking at the VDD voltage map, the peak drop is 0.000516 V. Yosys warning tally: 38.

Setup repair after global routing could not meet its margin everywhere. The total overflow left after global routing is 0. STA classifies the critical path endpoint as an output pin.

The checks that failed: setup timing. The first global-routing pass estimated 3780 µm of wire. The flow ran to the end, but the final reports show violations. The final layout contains routed wiring with a total length of 2410 µm.

Launch point of the worst reg-to-reg path: spi_config[7]. The run gives 0.843 for the top cell type's share of synthesized area. The leading area contributor after synthesis was sky130_fd_sc_hd__edfxtp_1. The run gives 718 for the routed via count. The maximum number of pins on one net before global-route repair was 35. The depth of the worst register-to-register path was 1; the setup violation total in the final timing report was 4.
## registers in the layout, indices dropped and copies added, names as in the netlist
signal,flops
enable_out,1
kb_read,1
spi_config,8
spi_kbd,40
clk_div_cnt,3
## area by class of cell
class / instances / area, µm²
Sequential cell: 53 / 1540
Timing Repair Buffer: 24 / 210
Clock buffer: 9 / 114
Inverter: 2 / 7.51
Fill cell: 1007 / 7550
Tap cell: 133 / 166
Clock inverter: 7 / 30.0
Multi-Input combinational cell: 21 / 151
## synth_stat cells
master / number
sky130_fd_sc_hd__nand2_1: 3
sky130_fd_sc_hd__or2_1: 1
sky130_fd_sc_hd__dfxtp_1: 5
sky130_fd_sc_hd__inv_1: 4
sky130_fd_sc_hd__nor4_1: 2
sky130_fd_sc_hd__edfxtp_1: 48
sky130_fd_sc_hd__nor3_1: 1
sky130_fd_sc_hd__xor2_1: 1
sky130_fd_sc_hd__conb_1: 1
sky130_fd_sc_hd__ha_1: 1
sky130_fd_sc_hd__nor2_1: 1
sky130_fd_sc_hd__buf_4: 10
sky130_fd_sc_hd__nor4b_2: 1
## worst max-delay path by stage
stage         to  slack (ps)  cells past startpoint
6_report  IORQGE        -500                      2
5_1_grt   IORQGE        -560                      2
4_1_cts   IORQGE        -520                      2
## cells by family (layout without fill, tap and decap cells)
logic type               count (synthesis)  count (layout)  share of synthesized area
other                                    1              10                    0.00219
XOR/XNOR                                 1               1                    0.00512
adder cells (fa/ha/maj)                  1               1                    0.00731
buffers and inverters                   14              42                     0.0527
AND/OR/NAND/NOR                          9               9                     0.0314
flip-flops                              53              53                      0.901
## what timing repair did
item                                   CTS  global route
setup endpoints to repair                7            27
hold buffers                             0             0
pin swaps                                5             1
gates resized                           26             6
setup buffers                            1             0
endpoints found under the hold margin    0             0
## layer usage
layer	part of all wire	vias to the layer above	track usage
li1	-	341	-
met1	0.50	343	0.0480
met2	0.38	27	0.0371
met3	0.098	7	0.0262
met4	0.020	0	0.0121
met5	0	-	0
## metrics by stage
| stage | std cells | power (µW) | instance area [µm²] |
|---|---|---|---|
| 5_1_grt | 249 | 3320 | 2220 |
| 3_5_place_dp | 234 | 2060 | 2090 |
| 3_3_place_gp | 234 | 2060 | 2090 |
| 2_1_floorplan | 88 | 2010 | 1770 |
| 4_1_cts | 249 | 3190 | 2220 |
| 6_report | 249 | 3130 | 2220 |
## power breakdown
part / leakage [µW] / switching (µW) / internal [µW]
registers: 0.000482 / 8.28 / 1890
clock network: 0.0000870 / 554 / 593
logic: 0.000211 / 45.7 / 44.7
total: 0.000781 / 608 / 2520
Power is estimated from default activity; no workload was simulated.
